==> /design/flow/design.v <==
`timescale 1ns / 1ps
module SubstBlock(
    input  wire [4:0] inp,   
    output wire [4:0] opt    
);
wire [4:0] x1, x2, x3;
assign x1 = inp ^ {inp[3], 1'b0, inp[1], 1'b0, inp[4]};
assign x2 = (~x1)&{x1[0], x1[4:1]};
assign x3 = x1 ^ {x2[0], x2[4:1]};
assign opt = x3 ^ {1'b0, x3[2], 1'b1, x3[0], x3[4]};
endmodule
`timescale 1ns / 1ps
module Ascon_core (
input  wire         clk,
input  wire         rstn,
input  wire [127:0] key,        
input  wire [127:0] nonce,      
input  wire [127:0] Din,        
input  wire         dinReq,     
output reg          dinAck,     
input  wire         encrypt,     
input  wire         last_block, 
input  wire         sel_data,   
output reg [ 127:0] Dout,       
output reg          doReq,      
input  wire         doAck,      
input  wire         start,      
output reg          busy,       
output reg          finished    
);
reg [63:0]  S0, S1, S2, S3, S4;
reg [4:0] state, substate, nextstate;
reg [3:0] perms;
reg [5:0] count;
wire [4:0] sub;
SubstBlock Permutor (
.inp ({S4[count], S3[count], S2[count], S1[count], S0[count]}),
.opt (sub)
);
always @(posedge clk or negedge rstn) begin
  if (!rstn) begin
    S0 <= 0;
    S1 <= 0;
    S2 <= 0;
    S3 <= 0;
    S4 <= 0;
    dinAck <= 0;
    doReq <= 0;
    state <= 5'b00000;
  end else
  begin
    if (doReq&&doAck) doReq <= 0;
    finished <= 0;
    dinAck <= 0;
    if (state==5'b00000) begin
      S0 <= 0;
      S1 <= 0;
      S2 <= 0;
      S3 <= 0;
      S4 <= 0;
      busy <= 0;
      if (start) begin
        state <= 5'b00001;
        busy <= 1;
      end
    end else
    if (state==5'b00001) begin
      S0 <= 64'h80800c0800000000;
      S1 <= key[127:64];
      S2 <= key[63:0];
      S3 <= nonce[127:64];
      S4 <= nonce[63:0];
      state <= 5'b00010;
      substate <= 5'b00100;
      nextstate <= 5'b00101;
      perms <= 0;
    end else
    if (state==5'b00010) begin
      if (substate==5'b00100) begin
        S2[7:0] <= S2[7:0] ^ {(~perms), perms};
        substate <= 5'b00110;
        count <= 0;
      end else
      if (substate==5'b00110) begin
        S0[count] <= sub[0];
        S1[count] <= sub[1];
        S2[count] <= sub[2];
        S3[count] <= sub[3];
        S4[count] <= sub[4];
        if (count==63) substate <= 5'b00111;
        else count <= count + 1;
      end else
      if (substate==5'b00111) begin
        S0 <= S0 ^ {S0[18:0], S0[63:19]} ^ {S0[27:0], S0[63:28]}; 
        S1 <= S1 ^ {S1[60:0], S1[63:61]} ^ {S1[38:0], S1[63:39]};
        S2 <= S2 ^ {S2[0]   , S2[63:01]} ^ {S2[05:0], S2[63:06]};
        S3 <= S3 ^ {S3[09:0], S3[63:10]} ^ {S3[16:0], S3[63:17]};
        S4 <= S4 ^ {S4[06:0], S4[63:07]} ^ {S4[40:0], S4[63:41]};
        if (perms == 11) state <= nextstate;
        else begin
          perms <= perms + 1;
          substate <= 5'b00100;
        end
      end
    end else
    if (state==5'b00101) begin
      S3 <= S3 ^ key[ 127:64];
      S4 <= S4 ^ key[63:0];
      state <= 5'b00011;
    end else
    if (state==5'b00011) begin
      if (dinReq&&(!doReq)) begin
        if (encrypt||(!sel_data)) begin   
          S0 <= S0 ^ Din[127:64];
          S1 <= S1 ^ Din[63:0];
          dinAck <= 1;
        end
        if (sel_data) begin
          Dout[127:64] <= S0^ Din[127:64];
          Dout[63:0] <= S1 ^ Din[63:0];
          doReq <= 1;
          dinAck <= 1;
        end
        if ((!encrypt)&&sel_data) begin   
          S0 <= Din[127:64];
          S1 <= Din[63:0];
          dinAck <= 1;
        end
        if (last_block&&sel_data) state <= 5'b01000;  
        else begin 
          state <= 5'b00010;
          perms <= 4;   
          substate <= 5'b00100;
          if ((!sel_data)&&last_block) nextstate <= 5'b01001;  
          else nextstate <= 5'b00011;
        end
      end
    end else
    if (state==5'b01001) begin
      S4 <= S4 ^ 1;
      state <= 5'b00011;
    end else
    if (state==5'b01000) begin
      S3 <= S3 ^ key[127:64];
      S4 <= S4 ^ key[63:0];
      state <= 5'b00010;
      perms <= 0;
      substate <= 5'b00100;
      nextstate <= 5'b01010;
    end else
    if (state==5'b01010) begin
      Dout <= {S3, S4} ^ key;
      doReq <= 1;
      state <= 5'b01011;
    end else
    if (state==5'b01011) begin
      if ((!doReq)&&(!dinReq)) begin
        state <= 5'b00000;
        busy <= 0;
        finished <= 1;
      end
    end
  end
end
endmodule
==> /design/flow/run.sh <==
#!/bin/bash
# OpenROAD 26Q1-2900-gdf79404cd8, Yosys 0.63+post, stock flow scripts
make -C /OpenROAD-flow-scripts/flow DESIGN_CONFIG=/design/flow/config.mk WORK_HOME=/design/flow/orfs finish
==> /design/flow/config.mk <==
export PLATFORM = sky130hd
export DESIGN_NAME = Ascon_core
export DESIGN_NICKNAME = Ascon_core
export VERILOG_FILES = /design/flow/design.v
export SDC_FILE = /design/flow/constraint.sdc
export NUM_CORES = 4
export LEC_CHECK = 1
export CORE_UTILIZATION = 40
==> /design/flow/constraint.sdc <==
current_design Ascon_core

set clk_period 37.2
set clk_io_pct 0.2

create_clock -name clk0 -period $clk_period [get_ports {clk}]

set non_clock_inputs [all_inputs -no_clocks]
set_input_delay [expr $clk_period * $clk_io_pct] -clock clk0 $non_clock_inputs
set_output_delay [expr $clk_period * $clk_io_pct] -clock clk0 [all_outputs]
==> flow_metrics.env <==
# source this file to load flow results
export IMPL_outcome="finished, final reports clean"
export IMPL_ys_cells=5770
export IMPL_cts_root_buf="clkbuf_16"
export IMPL_worstPathRequired_ns=37.71
export IMPL_first_iter_violations=6201
export IMPL_cp_top_family="AND-OR/OR-AND gates"
export IMPL_max_clock_freq_mhz=99.34
export IMPL_synthToLayoutAreaGrowth_pct=18.95
export IMPL_layout_setup_ws_ns=27.13
export IMPL_post_route_min_period_ns=10.07
export IMPL_synth_edff_count=144
export IMPL_hold_path_depth=2
export IMPL_core_um2=109500
export IMPL_die_w_um=335.0
export IMPL_wl_mm=286.6
export IMPL_yosysTopAreaCell="dfrtp_1"
export IMPL_drt_pass1_iterations=8
export IMPL_post_drt_wl_per_cell_um=38.81
export IMPL_ys_types=82
export IMPL_synthArstFlopShare=0.6892
export IMPL_path_buffers=2
export IMPL_clkLatencyLatePin_ns=0.67
export IMPL_slew_headroom=0.1027
export IMPL_antenna_found_initial=16
export IMPL_grt_pass1_vias=46092
export IMPL_final_max_slew_violation_count=0
export IMPL_setup_violations=0
export IMPL_vdd_drop_max_uv=27.14
export IMPL_place_ws_ns=26.55
export IMPL_io_pins=524
export IMPL_reg2regPathDepth=13
export IMPL_ys_top_cells_by_area="dfrtp_1 (18%), xnor2_1 (13%), edfxtp_1 (9.7%)"
export IMPL_die_area_um2=112300
export IMPL_yosysWarnings=1
export IMPL_detail_route_antenna_nets=0
export IMPL_cts_sinks=473
export IMPL_power_density_nw_per_um2=26.01
export IMPL_place_port_buffers=523
export IMPL_fillerInstances=10610
export IMPL_cap_violations=0
export IMPL_yosysTopAreaCellShare=0.1839
export IMPL_clkTransAtPathRegs_ns=0.06
export IMPL_final_cell_count_no_fill=7386
export IMPL_cp_common_cell="o221a_2"
export IMPL_htree_num_levels=3
export IMPL_syn_area_um2=44370
export IMPL_crit_path_top_delay_cell="o21a_4"
export IMPL_rsz0062_at_grt="no"
export IMPL_clockBufferDepth=3
export IMPL_min_period_over_period=0.2706
export IMPL_grt_pass1_wl_mm=387.2
export IMPL_ys_flop_type="dfrtp_1"
export IMPL_cts_resized=0
export IMPL_drive_gt1_frac=0.08077
export IMPL_cpPeakStageDelay_ns=0.75
export IMPL_worst_clock_skew_ns=0.02372
export IMPL_drc=0
export IMPL_cts_tree="yes"
export IMPL_via_per_inst=6.660
export IMPL_cts_made_buffers=67
export IMPL_critPathMaxFanout=64
export IMPL_overflow=0
export IMPL_tightest_slew_ns=1.336
export IMPL_synthTopCellsByCount="a21oi_1 (735), xnor2_1 (683), clkbuf_1 (626), nor2_1 (585), nand2_1 (577)"
export IMPL_ys_area_um2=44370
export IMPL_synth_seq_share=0.2827
export IMPL_warnings=35
export IMPL_place_gp_congestion=1.099
export IMPL_hold_violations=0
export IMPL_holdBufCountCts=0
export IMPL_ys_ff=473
export IMPL_path_cells="clkdlybuf4s50_1 -> nand2b_1 -> nand2_1 -> o21a_1 -> o21a_4 -> buf_4 -> o221a_2 -> o221a_2 -> o31ai_1"
export IMPL_grt_total_usage=0.5200
export IMPL_syn_inst=5770
export IMPL_fp_util=0.4053
export IMPL_arrival_ns=10.58
export IMPL_dp_hpwl_mm=215.0
export IMPL_leakage_uw=0.01930
export IMPL_post_cts_buffers=0
export IMPL_crit_cells=9
export IMPL_die_h_um=335.0
export IMPL_hp_class="reg -> reg"
export IMPL_worstSetupEndpointType="flop"
export IMPL_synth_top_cell_by_count="a21oi_1"
export IMPL_rows=121
export IMPL_dp_cells=7245
export IMPL_synth_avg_cell_area_um2=7.689
export IMPL_crit_type="in -> reg"
export IMPL_grt_max_degree=115
export IMPL_start_kind="primary input"
export IMPL_vias=49190
export IMPL_tns_ns=0
## sequential cells by signal (all words and copies together), names as in the netlist
register	flops
Dout	128
S0	64
S1	64
S2	64
S3	64
S4	64
busy	1
count	6
dinAck	1
doReq	1
finished	1
nextstate	4
perms	4
state	4
substate	3
## final cells by class
| type | instances | area, um2 | share of cell area |
|---|---|---|---|
| inverters | 22 | 85.08 | 0.001612 |
| diodes | 17 | 42.54 | 0.0008061 |
| well taps | 1476 | 1847 | 0.03499 |
| clock buffers | 88 | 1869 | 0.03542 |
| clock inverters | 36 | 424.2 | 0.008037 |
| flip-flops and latches | 473 | 12550 | 0.2378 |
| repair buffers | 746 | 6952 | 0.1317 |
| multi-input cells | 4528 | 29010 | 0.5496 |
## path summary, 6_finish.rpt
| kind | slack, ns | startpoint | end |
|---|---|---|---|
| worst max-delay path | 27.13 | dinReq | S1[24]$_DFFE_PN0P_ |
| worst min-delay path | 0.47 | nextstate[2]$_SDFFCE_PP1P_ | state[2]$_DFFE_PN0P_ |
| worst max register to register | 30.98 | count[0]$_SDFFCE_PP0P_ | S2[9]$_DFFE_PN0P_ |
| worst min register to register | 0.47 | nextstate[2]$_SDFFCE_PP1P_ | state[2]$_DFFE_PN0P_ |
| max in group asynchronous | 28.65 | rstn | S4[63]$_DFFE_PN0P_ |
| min in group asynchronous | 6.75 | rstn | S0[11]$_DFFE_PN0P_ |
## cell families (layout without fill, tap and decap cells)
logic type	after synthesis	count (layout)	synth area share
adders and majority gates	9	9	0.002482
buffers and inverters	769	892	0.06746
other	0	17	0
and+or+nand+nor	1473	1473	0.1377
DFF	473	473	0.2827
xor gates and xnor gates	973	973	0.1933
AOI/OAI and AO/OA	1955	1955	0.2675
muxes	118	118	0.04882
## worst min-delay path, cell delays in order, from the launching register on
cell	delay (ns)
edfxtp_1	0.32
nand3_1	0.05
o21ai_0	0.06
## report_power, final
group	total (uW)	internal, uW	switching [uW]
Combinational	134	58.6	74.9
Sequential	537	536	0.645
Clock	702	411	291
## layout by cell type, fill, tap and decap left out, drive strengths merged, types with 81 or more instances in the layout
cell type / n
xor2: 286
edfxtp: 144
a21oi: 735
nand2: 577
clkdlybuf4s50: 522
o211ai: 91
clkbuf: 88
nand3: 92
nor2: 585
o21ai: 572
dfrtp: 326
buf: 224
a221oi: 116
nor3: 81
xnor2: 686
## metrics by stage
step                  util  total power (uW)  cell area [um2]  hold WS, ns
detailed placement  0.4608             675.6            50440       0.4592
finish              0.4822              1373            52780       0.4733
floorplan                -             585.0            44370       0.4447
global route        0.4818              1397            52740       0.4871
global placement    0.4608             675.7            50440       0.4566
CTS                 0.4818              1370            52730       0.4756
## routing by layer
metal / routed length, um / global-route usage
met2: 117700 / 0.7137
met3: 40170 / 0.2417
met4: 26160 / 0.3613
met5: 397 / 0.02084
met1: 102200 / 0.6500
Power is estimated from default activity; no workload was simulated.
